### design/flow/config.mk
export PLATFORM = sky130hd
export DESIGN_NAME = counter
export DESIGN_NICKNAME = counter
export VERILOG_FILES = /design/flow/design.v
export SDC_FILE = /design/flow/constraint.sdc
export NUM_CORES = 4
export LEC_CHECK = 1
export CORE_AREA = 10 10 72 72
export DIE_AREA = 0 0 82 82
### design/flow/constraint.sdc
current_design counter

set clk_period 1.5
set clk_io_pct 0.2

create_clock -name clk0 -period $clk_period [get_ports {clk}]

set non_clock_inputs [all_inputs -no_clocks]
set_input_delay [expr $clk_period * $clk_io_pct] -clock clk0 $non_clock_inputs
set_output_delay [expr $clk_period * $clk_io_pct] -clock clk0 [all_outputs]
### design/flow/design.v
module counter(clk, rst_n, ld, dn, dt, busy, num, rem);
    parameter DT_SZ = 4;					 
    input  clk;                    
    input  rst_n;                  
    input         ld;              
    input  [DT_SZ-1:0] dn;              
    input  [DT_SZ-1:0] dt;        
    output reg        busy;       
    output reg [DT_SZ-1:0] num;	  
    output reg [DT_SZ-1:0] rem;   
	always @(posedge clk or negedge rst_n) begin
		if (!rst_n) begin
			busy <= 1'b0;
			num  <= {DT_SZ{1'b0}};
			rem  <= {DT_SZ{1'b0}};
		end
		else begin
			if (ld) begin
				busy <= 1'b1;
				num  <= dn;
				rem  <= dt;
			end
			else if (busy) begin
				if (rem > 1)
					rem <= rem - 1'b1;           
				else begin
					busy <= 1'b0;
					num  <= {DT_SZ{1'b0}};
					rem  <= {DT_SZ{1'b0}};
				end
			end
		end
	end
endmodule
### design/flow/run.sh
#!/bin/bash
# OpenROAD 26Q1-2900-gdf79404cd8, Yosys 0.63+post, stock flow scripts
make -C /OpenROAD-flow-scripts/flow DESIGN_CONFIG=/design/flow/config.mk WORK_HOME=/design/flow/orfs finish
==> results.txt <==
impl run done, here's what came out: Required @ worst endpoint between 1 and 1.5 ns, TritonCTS clock tree built, total power consumption of the routed design 0.964 mW, CTS Hold Bufs 0, endpoint of the worst-slack reg-to-reg timing path rem[3], number of iterations in the first detailed-routing pass 4, # port buffers 19, count of cells along the worst register-to-register path 5, Distinct lib cells used 20, HPWL after detailed placement roughly 1000 um, setup repair after global routing missed its margin yes, CTS sink cnt 9, core footprint roughly 3700 um^2, H-Tree Depth 1, proportion of power drawn by the clock network 0.286, Detailed Route WL around 1.3 mm, CTS Root Buffer Type sky130_fd_sc_hd__clkbuf_8, overall fraction of global-route tracks in use 0.0390, share of cells above drive strength 1 0.214, Final setup violation count 0, biggest area consumer among synthesized cells sky130_fd_sc_hd__dfrtp_1, average cell area after synthesis ~11 um^2, global placer's final weighted congestion between 0.7 and 0.8, Layout Cell Area excl Fill 787 um^2, wire length of the first global-routing pass roughly 2.0 mm, share of the synthesized area in the top cell type 0.522, fillcell total between 300 and 400, latest clock arrival within the worst-skew pair around 0.23 ns, maximum buffer depth of the clock tree 2, average wire per cell in the routed design ~11 um, area of the die 6720 um^2, Die Y slightly above 80 um, number of cells in Yosys stat around 40, width of the die a little over 80 um, Max Fanout on Critical Path 4, Placed Area ~710 um^2, top area cells in the synthesized netlist sky130_fd_sc_hd__dfrtp_1, sky130_fd_sc_hd__a22o_1, sky130_fd_sc_hd__ha_1, category of the most critical setup path reg -> out, worst min-delay path class in -> async, area of the synthesized netlist per yosys stat 432 um^2, Cell Area, Synth about 430 um^2, post-route antenna net violation count 0, part of the power in combinational logic 0.364, element type at the critical path start flip-flop, kind of end point of the critical path primary output, post-route fraction of the period consumed by the critical path 0.962, switching fraction of total power 0.265, Clock transition at path regs about 0.05 ns, antenna cell count 0, vias post-DR between 400 and 500, largest net degree at the start of global routing 11, most frequent cells after synthesis sky130_fd_sc_hd__dfrtp_1, sky130_fd_sc_hd__a22o_1, predominant post-synthesis flop cell sky130_fd_sc_hd__dfrtp_1, design internal power about 0.71 mW, FFs w/ async S/R, synth 1.00, layout overhead on the synthesized area 82.3%, Ports 20, DR iter-0 viols 5, via count of the first global-routing pass roughly 400, register bit total from synthesis 9, number of maximum-capacitance constraint violations 0, Yosys warning total 1, worst voltage drop across the vdd grid 673 uV, Final Max Tran Viols 0, post-detailed-route via-to-cell ratio ~3.7, final critical path time including I/O delays and setup between 1 and 1.5 ns, setup slack, reg-to-reg between 0.05 and 0.06 ns, Syn Inst Count roughly 41, worst slew pin tran between 0.4 and 0.5 ns, Core Density at Floorplan 0.117, power per standard cell area around 1200 nW/um^2, Layout Skew approximately 0.0061 ns, number of buffers created by CTS 3, net switching power between 0.2 and 0.3 mW, number of flops mapped to enable cells by yosys 0, Flop pwr share 0.350, Max transition margin 0.715, gr ovfl total 0, number of antenna violations at the first check in global routing 0, fmax ~690 MHz, status finished, final reports clean, Final Hold Violating Endpoints 0, source of the worst register-to-register timing path rem[0], data arrival time of the critical path 1.14 ns, Pleak between 0.3 and 0.4 nW, row count 22, Remaining DRCs 0, tool warning count 27, post-synthesis cell type with the largest instance count sky130_fd_sc_hd__dfrtp_1, sequential-to-total area share from yosys stat 0.522
==> layout make-up <==
type                       instances  area [um^2]  share of cell area
clock buffer                       4         45.0              0.0572
inverter                           3         11.3              0.0143
multi-input combinational         28          199               0.253
sequential                         9          226               0.288
tap                               48         60.1              0.0763
timing repair buffer              26          245               0.312
==> cell usage in the layout (no fill, tap or decap), types with 2 or more instances in the layout <==
| master | netlist | routed |
|---|---|---|
| sky130_fd_sc_hd__dfrtp_1 | 9 | 8 |
| sky130_fd_sc_hd__ha_2 | 0 | 2 |
| sky130_fd_sc_hd__a21oi_1 | 3 | 3 |
| sky130_fd_sc_hd__buf_4 | 0 | 6 |
| sky130_fd_sc_hd__o21ai_0 | 3 | 2 |
| sky130_fd_sc_hd__nand2_1 | 3 | 3 |
| sky130_fd_sc_hd__a22o_1 | 4 | 4 |
| sky130_fd_sc_hd__clkdlybuf4s50_1 | 0 | 18 |
| sky130_fd_sc_hd__clkbuf_8 | 0 | 3 |
| sky130_fd_sc_hd__inv_1 | 3 | 3 |
| sky130_fd_sc_hd__nor2_1 | 2 | 2 |
==> stage by stage <==
step	cells	hold slack, ns	utilization	TNS (ns)	setup slack [ns]
after CTS	117	0.387	0.209	0	0.00800
after global routing	118	0.421	0.213	-0.0831	-0.0409
after floorplan	41	0.00441	-	0	0.0699
final	118	0.376	0.213	0	0.0568
after global placement	111	0.481	0.192	-0.00178	-0.00178
after detailed placement	111	0.500	0.192	-0.0277	-0.0223
==> power groups by stage <==
stage / combinational, mW / sequential, mW / clock [mW]
CTS: 0.325 / 0.339 / 0.284
global route: 0.391 / 0.346 / 0.306
finish: 0.351 / 0.337 / 0.276
==> cells by family after synthesis <==
| family | count (synthesis) | synth area share |
|---|---|---|
| buffers and inverters | 4 | 0.0348 |
| AND-OR/OR-AND | 15 | 0.241 |
| adder cells (fa/ha/maj) | 2 | 0.0580 |
| AND/OR/NAND/NOR | 11 | 0.145 |
| flip-flops | 9 | 0.522 |
==> how the worst max path moves through the flow <==
stage	cells after the start	startpoint	slack, ns	endpoint
4_1_cts	5	rem[0]	0.008	num[1]
5_1_grt	5	rem[0]	-0.04	rem[3]
6_report	2	rem[1]	0.06	rem[1]
==> critical path, cell delays in order (launching register included) <==
cell	delay [ns]
sky130_fd_sc_hd__dfrtp_1	0.33
sky130_fd_sc_hd__buf_4	0.12
sky130_fd_sc_hd__clkdlybuf4s50_1	0.46
==> metal layers <==
layer	part of all wire	global-route usage	wire (um)	vias up
met5	0	0	0	-
met4	0	0	0	0
met3	0.20	0.0341	261	0
met2	0.35	0.0431	447	27
met1	0.45	0.0570	575	196
li1	-	-	-	209
==> sequential cells by signal, indices dropped and copies added (netlist names) <==
signal  cells
num         4
rem         4
busy        1
==> timing repair <==
| action | 4_1_cts | 5_1_grt |
|---|---|---|
| pin swaps | 1 | 4 |
| cloned | 0 | 0 |
| gates resized | 3 | 4 |
| hold endpoints to repair | 0 | 0 |
| setup endpoints to repair | 8 | 7 |
| setup buffers | 2 | 1 |
Power is estimated from default activity; no workload was simulated.
